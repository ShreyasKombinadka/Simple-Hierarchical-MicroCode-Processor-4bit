==> run.sh <==
#!/bin/bash
# OpenROAD 26Q1-2900-gdf79404cd8, Yosys 0.63+post, stock flow scripts
make -C /OpenROAD-flow-scripts/flow DESIGN_CONFIG=/design/flow/config.mk WORK_HOME=/design/flow/orfs finish
==> config.mk <==
export PLATFORM = sky130hd
export DESIGN_NAME = pc_ctrl
export DESIGN_NICKNAME = pc_ctrl
export VERILOG_FILES = /design/flow/design.v
export SDC_FILE = /design/flow/constraint.sdc
export NUM_CORES = 4
export LEC_CHECK = 1
export CORE_AREA = 10 10 70 70
export DIE_AREA = 0 0 80 80
==> constraint.sdc <==
current_design pc_ctrl

set clk_period 1.0
set clk_io_pct 0.2

create_clock -name clk0 -period $clk_period

set non_clock_inputs [all_inputs -no_clocks]
set_input_delay [expr $clk_period * $clk_io_pct] -clock clk0 $non_clock_inputs
set_output_delay [expr $clk_period * $clk_io_pct] -clock clk0 [all_outputs]
==> design.v <==
module pc_ctrl (
    input [7:0] instr_o,     
    output reg [3:0] pc_count,   
    output reg [7:0] instr,   
    inout [3:0] bus  
);
always @( * )
begin
    pc_count = 0 ;
    if( ~instr_o[7] & instr_o[4] )   
    begin
        instr = 8'b0_00_0_1010 ;  
        case ( instr_o[6:5] )
            2'b01 : pc_count = ( ~bus[0] ) ? instr_o[3:0] : 0 ;  
            2'b11 : pc_count = instr[3:0] ;  
        endcase
    end
    else
    begin
        instr = instr_o ;    
    end
end
endmodule
==> summary.txt <==
run metrics: Ports=24, Mapped Area=approximately 110 um2, status=aborted with a tool error, Synth warnings=1, number of cell rows=21, Failed at=global routing, error msg=[ERROR RSZ-0074] Failed to build tree from global routes for pin 'bus[0]' and net 'bus[0]' at grid (72450, 31050): found route to 4 pins, expected 3, Die H=80 um, placed wire-length estimate=648 um, tally of unique sky130hd cells used after synthesis=9, Placed Cells=between 80 and 90, register share after synthesis=0%, yosys cell count=19, number of unconstrained endpoints=4, pre-CTS setup slack=-0.757 ns, largest net degree at the start of global routing=5, Final Wtd Congestion=0.733, FP Util=roughly 3.3%, count of input and output buffers=20, Mapped Cells=19, die width=80 um, yosys stat area=113 um2, Synth Area per Inst=5.93 um2
==> through the flow <==
stage	hold slack, ns	cell area, um2	total power [uW]
floorplan	0.441	113	21.1
global placement	0.947	374	111
detailed placement	0.951	374	111
CTS	0.646	368	101
==> logic make-up after synthesis <==
group	after synthesis	synth area share, %
buffers and inverters	2	6.66
and+or+nand+nor	15	84.4
AOI/OAI and AO/OA	2	8.89
==> synthesized netlist by cell type <==
master	n	area, um2
nand3b_1	1	7.51
and3_1	2	12.5
a21oi_1	2	10.0
and2_1	5	31.3
and3b_1	1	8.76
clkbuf_1	1	3.75
nor2_1	1	3.75
nand2b_1	5	31.3
inv_1	1	3.75
==> what timing repair did <==
item / 4_1_cts
gates cloned: 0
hold endpoints to repair: 0
hold buffers: 0
resized: 55
buffers inserted: 1
endpoints found under the setup margin: 12
pin swaps: 10
Power and IR drop assume default switching activity.
